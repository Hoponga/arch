<file path="./design.v">
module regfile ( 
   rs_data, rt_data,
   rs_num, rt_num, rd_num, rd_data, rd_we, clk, rst_b, halted
   );
	input       [4:0]  rs_num, rt_num, rd_num; 
	input       [31:0] rd_data;
	input              rd_we, clk, rst_b, halted;
	output wire [31:0] rs_data, rt_data;
	reg         [31:0] mem[0:31];
	integer            i;
	always @(posedge clk or negedge rst_b) begin 
		if (!rst_b) begin
			for (i = 0; i < 32; i = i+1)
	mem[i] <= 32'b0;
		end else if (rd_we && (rd_num != 0)) begin 
			mem[rd_num] <= rd_data; 
		end 
	end 
	assign rs_data = (rs_num == 0) ? 32'h0 : mem[rs_num];
	assign rt_data = (rt_num == 0) ? 32'h0 : mem[rt_num];
	// synthesis translate_off
	integer fd;
	always @(halted) begin
		if (rst_b && halted) begin
			fd = $fopen("regdump.txt");
			$display("--- 18-447 Register file dump ---");
			$display("=== Simulation Cycle %d ===", $time);
			$fdisplay(fd, "--- 18-447 Register file dump ---");
			$fdisplay(fd, "=== Simulation Cycle %d ===", $time);
			for(i = 0; i < 32; i = i+1) begin
				$display("R%d\t= 0x%8x\t( %0d )", i, mem[i], mem[i]);
				$fdisplay(fd, "R%d\t= 0x%8h\t( %0d )", i, mem[i], mem[i]); 
			end
			$display("--- End register file dump ---");
			$fdisplay(fd, "--- End register file dump ---");
			$fclose(fd);
		end
	end
	// synthesis translate_on
endmodule
</file>
<file path="./run.sh">
#!/bin/bash
# OpenROAD 26Q1-2900-gdf79404cd8, Yosys 0.63+post, stock flow scripts
make -C /OpenROAD-flow-scripts/flow DESIGN_CONFIG=/design/flow/config.mk WORK_HOME=/design/flow/orfs finish
</file>
<file path="./config.mk">
export PLATFORM = sky130hd
export DESIGN_NAME = regfile
export DESIGN_NICKNAME = regfile
export VERILOG_FILES = /design/flow/design.v
export SDC_FILE = /design/flow/constraint.sdc
export NUM_CORES = 4
export LEC_CHECK = 1
export CORE_UTILIZATION = 30
</file>
<file path="./constraint.sdc">
current_design regfile

set clk_period 6.5
set clk_io_pct 0.2

create_clock -name clk0 -period $clk_period [get_ports {clk}]

set non_clock_inputs [all_inputs -no_clocks]
set_input_delay [expr $clk_period * $clk_io_pct] -clock clk0 $non_clock_inputs
set_output_delay [expr $clk_period * $clk_io_pct] -clock clk0 [all_outputs]
</file>
==> results.txt <==
max reg flops: 992
CP dominant cell by count: clkdlybuf4s50_1
DR DRC count: 0
minimum clock period: 6.17 ns
gpl congestion: 1.02
Synth Instances: 4,998
R2R Path Start: mem[10][16]$_DFFE_PN0P_
Port Buffer Count: 113
Tot GR Track Use: 30.4%
grt ovf: 0
CTS Buf Count: 109
CP peak stage delay: 0.66 ns
WP buf/inv: 4
total power: 0.0179 W
path length in cells of the critical path: 9
CTS tree: yes
Most flops, register: mem
Final Max Slew Viols: 0
CP Launch Type: input port
power density over cell area: 290 nW/µm²
die area: 178,000 µm²
Max rail drop VDD: 260 µV
CP startpoint: rt_num[3]
initial antenna violation count: 25
Layout fillers: 17,200
Tool Warnings: 50
largest net degree at the start of global routing: 129
wire per inst: 36.4 µm
Top cells by area: dfrtp_1 47%, mux2_2 21%, nand3_1 11%
CTS resizes: 0
Area leader share: 46.8%
Crit Path Category: in2out
crit path max fanout: 56
Yosys top cell by area: dfrtp_1
post-route setup slack: 0.329 ns
layout cell share with drive strength beyond 1: 31.3%
I/O pin count: 115
clock latency on the worst-skew pair: 0.76 ns
R2R cell count: 1
FP Util: 30.4%
cts hold-fix bufs: 0
MI comb area: 26,000 µm²
Area growth syn-to-layout: 16.0%
Slew HR: 36.5%
crit-path leading delay family: buffers and inverters
Core ar.: 175,000 µm²
Pre-antenna DRT Iters: 9
Post-synth EDFFs: 0
RSZ-0062 raised after global routing: false
vias in the first global route: 47,600
width of the die: 422 µm
Slowest cell on crit path: clkdlybuf4s50_1
largest registers: mem: 992 flops
crit path DAT: 4.87 ns
Final ANT Viol Nets: 0
Die H: 422 µm
maxcap violations: 0
Via density: 6.58
Synth warnings: 3
H-tree depth: 3
worst-path cell chain: clkdlybuf4s50_1 > nor2b_4 > buf_12 > buf_4 > and3_1 > a221o_1 > nor4_1 > a21oi_1 > clkdlybuf4s50_1
Iter 0 DRT Violations: 6,227
final hold vios: 0
outcome: complete, no violations
Setup-failing EPs final: 0
first-pass GRT wire length: 374,000 µm
period utilization: 94.9%
Cell variety after synth: 73
Critical Path End Type: output pin
Avg Cell Area, Syn: 10.6 µm²
min-delay worst type: reg2reg
final wirelength: 269,000 µm
HPWL Detailed: 161,000 µm
via count: 48,600
Worst Tran Pin Value: 0.949 ns
Netlist Area Pre-Place: 53,000 µm²
Final Skew: 0 ns
Main synth FF type: dfrtp_1
Root Driver: clkbuf_16
synthesized flop and latch total: 992
Clock Tree Buf Depth: 3
leakage power: 25.9 nW
Fmax: 162 MHz
clk sinks: 992
async set-reset flop share out of synthesis: 100%
r2r endpoint: mem[10][16]$_DFFE_PN0P_
Post-Place Setup Slack: 0.498 ns
Chip Area, Yosys: 53,000 µm²
setup bufs post-CTS: 0
row cnt: 153
Reg area: 24,800 µm²
ys cells: 4,998
Req. time, crit path: 5.20 ns
clk slew on worst S/H paths: 0.06 ns
sequential fraction of the synthesis area: 46.8%
Setup TNS: 0 ns
reg2reg setup slack: 5.60 ns
end point of the critical path: rt_data[20]
## final cells by class
cell class | instances | area share [%]
diodes | 18 | 0.0733
clock buffers | 141 | 4.95
clock inverters | 55 | 1.07
inverters | 2 | 0.0122
multi-input cells | 3428 | 42.3
flip-flops and latches | 992 | 40.4
well taps | 2325 | 4.73
repair buffers | 417 | 6.49
## cell families (layout without fill, tap and decap cells)
group           Yosys count  in the layout  synth area share [%]
buf+inv                 578            615                  4.76
other cells               0             18                     0
flops                   992            992                  46.8
simple gates           1903           1903                  19.7
compound gates          511            511                  7.13
mux                    1014           1014                  21.5
## report_power, final
part           switching [W]  internal (W)
logic                0.00146       0.00139
clock network        0.00277       0.00380
registers            0.00105       0.00737
## layer usage
layer	global-route usage (%)	wire length (µm)	up-vias
met5	0.215	164	-
met2	41.4	109000	3986
met1	37.1	93100	24400
met3	17.1	43400	1206
li1	-	-	18900
met4	19.5	22600	16
## worst min path at each step
stage,slack (ns),startpoint,cells past startpoint,end
after global routing,0.53,mem[11][13]$_DFFE_PN0P_,1,mem[11][13]$_DFFE_PN0P_
final,0.51,mem[11][13]$_DFFE_PN0P_,1,mem[11][13]$_DFFE_PN0P_
after CTS,0.51,mem[11][13]$_DFFE_PN0P_,1,mem[11][13]$_DFFE_PN0P_
## cells in the final DEF, fill, tap and decap left out, types with 27 or more instances in the layout
cell type and n:
a2111oi_0 33, buf_12 48, mux2_2 998, nand3_1 1132, and4_1 27, nand2_1 43, a221o_1 29, a22o_1 39
and3_1 130, clkinv_2 30, buf_4 258, nand4_1 290, clkbuf_16 112, clkdlybuf4s50_1 105, dfrtp_1 992, a21oi_1 107
a31oi_1 53, nor4_1 75, a22oi_1 156
## synthesized netlist by cell type (8+ instances only)
cell type     n
nand3b_1      9
a21oi_1     107
a222oi_1     20
mux2_2      998
nor3b_1      10
o21ai_0      11
a32oi_1       8
and3b_1      11
mux2i_1      14
nor2_1       36
nand3_1    1134
a31oi_1      53
and3_1      132
a221o_1      29
nand4_1     290
and4_1       27
a2111oi_0    33
buf_6        10
clkbuf_1    270
a22o_1       39
nand2b_1      9
nor3_1       24
buf_2       202
a22oi_1     156
nand2_1      57
nor2b_1      15
nor4bb_1      8
buf_1        86
dfrtp_1     992
nor4_1       76
and2_1       23
## stage by stage
stage / area, µm² / hold slack, ns / std cells / util (%)
2_1_floorplan: 53000 / 0.485 / 4998 / -
3_3_place_gp: 57700 / 0.502 / 7164 / 33.1
3_5_place_dp: 57700 / 0.502 / 7164 / 33.1
4_1_cts: 61400 / 0.515 / 7360 / 35.2
5_1_grt: 61400 / 0.535 / 7363 / 35.2
6_report: 61500 / 0.515 / 7378 / 35.2
Power and IR drop assume default switching activity.
