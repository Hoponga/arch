===== flow/run.sh =====
#!/bin/bash
# OpenROAD 26Q1-2900-gdf79404cd8, Yosys 0.63+post, stock flow scripts
make -C /OpenROAD-flow-scripts/flow DESIGN_CONFIG=/design/flow/config.mk WORK_HOME=/design/flow/orfs finish

===== flow/config.mk =====
export PLATFORM = sky130hd
export DESIGN_NAME = PatternHistoryTable
export DESIGN_NICKNAME = PatternHistoryTable
export VERILOG_FILES = /design/flow/design.v
export SDC_FILE = /design/flow/constraint.sdc
export NUM_CORES = 4
export LEC_CHECK = 1
export CORE_UTILIZATION = 30
export SYNTH_MEMORY_MAX_BITS = 65536

===== flow/constraint.sdc =====
current_design PatternHistoryTable

set clk_period 503.8
set clk_io_pct 0.2

create_clock -name clk0 -period $clk_period [get_ports {clk}]

set non_clock_inputs [all_inputs -no_clocks]
set_input_delay [expr $clk_period * $clk_io_pct] -clock clk0 $non_clock_inputs
set_output_delay [expr $clk_period * $clk_io_pct] -clock clk0 [all_outputs]

===== flow/design.v =====
module PatternHistoryTable(clk, rst_b, write_en, taken, branch_history, saturating_counter); 
    input clk, rst_b, write_en, taken; 
    input [11:0] branch_history; 
    output wire [1:0] saturating_counter; 
    parameter HISTORY_LEN = 12;  
    parameter PHT_SIZE = 1 << HISTORY_LEN; 
    parameter SAT_WIDTH = 2;  
    localparam STRONGLY_NOT_TAKEN = 2'b00; 
    localparam WEAKLY_NOT_TAKEN = 2'b01; 
    localparam WEAKLY_TAKEN = 2'b11; 
    localparam STRONGLY_TAKEN = 2'b10; 
    reg [SAT_WIDTH-1:0] ph_table [0:PHT_SIZE-1]; 
    always @(posedge clk) begin 
        if (write_en) begin 
            case (ph_table[branch_history]) 
            STRONGLY_NOT_TAKEN: 
                ph_table[branch_history] <= (taken) ? WEAKLY_NOT_TAKEN : STRONGLY_NOT_TAKEN; 
            WEAKLY_NOT_TAKEN: 
                ph_table[branch_history] <= (taken) ? WEAKLY_TAKEN : STRONGLY_NOT_TAKEN; 
            WEAKLY_TAKEN: 
                ph_table[branch_history] <= (taken) ? STRONGLY_TAKEN : WEAKLY_NOT_TAKEN; 
            STRONGLY_TAKEN: 
                ph_table[branch_history] <= (taken) ? STRONGLY_TAKEN : WEAKLY_TAKEN; 
            endcase 
        end 
    end 
    assign saturating_counter = ph_table[branch_history]; 
endmodule 

==> results.txt <==
run metrics: via count=208000, post-synthesis cell count from yosys=21300, stage-log warning count=118, clock share of power=39.6%, peak supply drop=0.00300 mV, Area growth syn-to-layout=13.5%, Avg WL per Cell=34.0 um, library cells used by synthesis=82, Hold Path Class=reg2reg, CTS Buf Count=809, Post-CTS Resized=0, antenna-violating nets left=0, RSZ-0062 raised after global routing=no, min setup slack post-route=293.91 ns, die width=1040 um, I/O Buffers=16, WL final=1240000 um, Slew @ Worst Pin=1.26 ns, pin count of the biggest net entering global routing=177, first-iteration detailed-routing DRC count=18500, leak pwr=0.111 uW, synthesized area per cell=15.3 um2, CTS Buffer Depth=5, clk slew on worst S/H paths=0.06 ns, RD Place Congestion=0.930, Top Layout Cells=edfxtp_1, nor2_1, a22oi_1, H-tree depth=6, Init Core Util=30.1%, Fin. Hold Viols=0, biggest regs=ph_table: 8192 flops, Critical Path Fanout Max=70, Switching Fraction=23.4%, sequential power share=53.1%, Hold Buf Count CTS=0, row count=382, Internal=1120 uW, combinational share of power=7.3%, Vias/cell=5.71, crit path DRT=403.04 ns, outcome=finished clean, critical-path cell list=buf_16 -> buf_4 -> buf_12 -> buf_4 -> buf_4 -> buf_4 -> mux2_2 -> a221o_1 -> a22oi_1 -> o22ai_1 -> nor4_4 -> buf_4 -> o22ai_1 -> a211oi_1 -> a31oi_1 -> a21oi_1 -> nand3_1 -> clkdlybuf4s50_1, fmax=4.76 MHz, Pre-antenna DRT Iters=8, post-CTS setup buffer count=0, Mapped Cells=21300, Clock Latency Late Sink=1.16 ns, commonest register cell after synthesis=edfxtp_1, Net Sw Power=343 uW, die height=1040 um, global-route wire length before repair=1690000 um, placed cell count=34700, share of layout cells above drive strength 1=13.3%, Sinks on Clock Net=8192, Root Driver=clkbuf_16, path type of the worst setup path=in2out, DRC=0, Power Dens Cells=3.96 mW/mm2, post-place setup slack=294.30 ns, minimum clock period=209.89 ns, final std cells w/o fill=36400, total power=1460 uW, Area leader share=75.4%, async set or reset register ratio after synthesis=0%, initial antenna violation count=107, Placeable Area=1.08 mm2, flops out of synthesis=8192, Pins Over Slew Limit=0, Final Setup Violations=0, TritonCTS clock tree=built, GR Overflow Total=0, post-route setup TNS=0 ns, Slew headroom=15.5%, Seq/Total Area, Yosys=75.4%, fin crit share=41.7%, largest register by flop count=ph_table, Slowest cell on crit path=a211oi_1, Post-synth EDFFs=8192, Startpoint Class=input pin, Mapped Area=0.326 mm2, Critical Path Most Common Cell=buf_4, area leader, netlist=edfxtp_1, Clock Skew=0.135 ns, Placement Cell Area=0.345 mm2, vias in the first global route=216000, io pins=18, hpwl dp=706000 um, Syn. warnings=1, total track usage=23.7%, most numerous logic cell after layout=edfxtp_1, area reported by Yosys stat=0.326 mm2, Top cells by area=edfxtp_1, nor2_1, a22oi_1, max_cap viols=0, critical path arrival=109.13 ns, CP endpoint kind=output port, Largest register FFs=8192, Crit path largest cell delay=0.88 ns, design area=0.370 mm2, Chip Area=1.09 mm2
[cells in the mapped netlist, drive strengths merged (17+ instances only)]
cell type / count
a2111oi: 19
a211oi: 54
a21oi: 470
a221o: 198
a221oi: 982
a222oi: 53
a22o: 191
a22oi: 1368
a31oi: 125
a41oi: 75
buf: 754
clkbuf: 1212
edfxtp: 8192
mux2: 485
mux2i: 784
mux4: 197
nand2: 419
nand3: 88
nand4: 74
nor2: 4412
nor3: 43
nor4: 41
o2111ai: 17
o211ai: 106
o21ai: 435
o221ai: 23
o22a: 30
o22ai: 225
o2bb2ai: 22
o31ai: 19
[power by group through the flow]
stage | clock (uW) | combinational (uW) | sequential, uW
final | 581 | 106 | 778
after global routing | 608 | 110 | 777
after CTS | 582 | 103 | 778
[final cells by class]
class                           instances  area (um2)
Sequential cell                      8192      246000
Multi-Input combinational cell      11200       72700
Fill cell                          101000      713000
Antenna cell                          259         648
Timing Repair Buffer                  985        8080
Inverter                               10        68.8
Clock inverter                        421        3350
Tap cell                            14400       18000
Clock buffer                         1001       21200
[worst max-delay path, delay by kind of cell]
kind                   cells  cell delay, ns
AND-OR/OR-AND              7            2.70
buffers and inverters      8            3.96
multiplexers               1            0.40
AND/OR/NAND/NOR            2            0.99
[metal layers]
| metal | GRT usage, % | share of wire, % | vias to the layer above | routed length (um) |
|---|---|---|---|---|
| met2 | 31.9 | 42 | 17400 | 523000 |
| met4 | 12.7 | 6.2 | 251 | 76600 |
| li1 | - | - | 83800 | - |
| met5 | 6.90 | 0.70 | - | 8660 |
| met3 | 24.3 | 22 | 3604 | 277000 |
| met1 | 21.8 | 29 | 103000 | 353000 |
[path summary, 6_finish.rpt]
check                                       start               endpoint  slack, ns  cells after the start
worst min register to register  ph_table[1698][0]        ph_table[49][1]       2.02                     10
worst max-delay path            branch_history[2]  saturating_counter[1]     293.91                     18
worst min-delay path            ph_table[1698][0]        ph_table[49][1]       2.02                     10
worst max register to register  ph_table[2543][0]      ph_table[2145][1]     494.04                     14
[metrics by stage]
step	hold WS, ns	util, %
floorplan	51.70	-
global placement	1.96	31.9
global route	2.06	34.1
finish	2.02	34.2
detailed placement	1.97	31.9
CTS	1.96	34.1
[logic make-up after synthesis]
| family | after synthesis | synth area share [%] |
|---|---|---|
| mux | 1466 | 5.45 |
| flops | 8192 | 75.4 |
| buf+inv | 1976 | 2.60 |
| compound gates | 4505 | 10.3 |
| xor+xnor | 1 | 0.00269 |
| simple gates | 5186 | 6.22 |
No activity file was given, so power comes from the tool's default toggle rates.
