<file path="flow/design.v">
module exception_unit( 
   exception_halt, load_ex_regs, load_bva, cause, load_bva_sel,
   pc, IBE, DBE, RI, Ov, BP, AdEL_inst, AdEL_data, AdES, CpU, clk,
   rst_b
   );
	output wire      exception_halt, load_ex_regs, load_bva;
	output reg [4:0] cause;
	output wire      load_bva_sel;
	input     [31:0] pc;
	input            IBE, DBE, RI, Ov, BP, AdEL_inst, AdEL_data, AdES, CpU;
	input            clk, rst_b;
	assign exception_halt = rst_b && (AdEL_inst || IBE);
	assign load_ex_regs = rst_b && (IBE || DBE || RI || Ov || BP || AdEL_inst ||
	                                AdEL_data || AdES || CpU);
	assign load_bva = rst_b && (AdEL_inst || AdEL_data || AdES || IBE || DBE);
	assign load_bva_sel = AdEL_data || AdES || DBE;
	always @(*) begin
		cause = 0;
		case (1'b1)
		AdEL_inst: cause = 5'd4;
		AdEL_data: cause = 5'd4;
		AdES:      cause = 5'd5;
		IBE:       cause = 5'd6;
		DBE:       cause = 5'd7;
		CpU:       cause = 5'd11;
		RI:        cause = 5'd10;
		Ov:        cause = 5'd12;
		BP:        cause = 5'd9;
		endcase
	end
	// synthesis translate_off
	always @(posedge clk or negedge rst_b) begin
		if (rst_b) begin
			if(AdEL_inst == 1'b1)
				$display("[Address error exception on load at 0x%h]", pc);
			else if(AdEL_data == 1'b1)
				$display("[Address error exception on load at 0x%h]", pc);
			else if(AdES == 1'b1)
				$display("[Address error exception on store at 0x%h]", pc);
			else if(IBE == 1'b1)
				$display("[Instruction bus error exception at 0x%h]", pc);
			else if(DBE == 1'b1)
				$display("[Data bus error exception at 0x%h]", pc);
			else if(CpU == 1'b1)
				$display("[Coprocessor unusable exception at 0x%h]", pc);
			else if(RI == 1'b1)
				$display("[Reserved instruction exception at 0x%h]", pc);
			else if(Ov == 1'b1)
				$display("[Arithmetic overflow exception at 0x%h]", pc);
			else if(BP == 1'b1)
				$display("[Breakpoint exception at 0x%h]", pc);
		end
	end
	// synthesis translate_on
endmodule
</file>
<file path="flow/run.sh">
#!/bin/bash
# OpenROAD 26Q1-2900-gdf79404cd8, Yosys 0.63+post, stock flow scripts
make -C /OpenROAD-flow-scripts/flow DESIGN_CONFIG=/design/flow/config.mk WORK_HOME=/design/flow/orfs finish
</file>
<file path="flow/config.mk">
export PLATFORM = sky130hd
export DESIGN_NAME = exception_unit
export DESIGN_NICKNAME = exception_unit
export VERILOG_FILES = /design/flow/design.v
export SDC_FILE = /design/flow/constraint.sdc
export NUM_CORES = 4
export LEC_CHECK = 1
export CORE_AREA = 10 10 70 70
export DIE_AREA = 0 0 80 80
</file>
<file path="flow/constraint.sdc">
current_design exception_unit

set clk_period 1.2
set clk_io_pct 0.2

create_clock -name clk0 -period $clk_period

set non_clock_inputs [all_inputs -no_clocks]
set_input_delay [expr $clk_period * $clk_io_pct] -clock clk0 $non_clock_inputs
set_output_delay [expr $clk_period * $clk_io_pct] -clock clk0 [all_outputs]
</file>
==> notes.md <==
fresh numbers from the pnr run: crit path max-delay cell type or3_4, CP arrival approximately 1.4 ns, non-filler cells, final roughly 90, initial antenna violation count 0, count of input and output buffers 18, Sw Share 0.374, final setup margin -0.479 ns, CP Capture Type primary output, WL/cell approximately 8.3 um, Tot Pwr between 90 and 100 uW, share of layout cells above drive strength 1 0.698, seq_cells 0, Worst Path Buf+Inv 3, Final Core Density 0.120, CP required ~0.96 ns, fin crit share 1.40, Synth cell types 13, Ant. Diodes 0, RSZ-0062 raised after global routing yes, initial DRC count 0, post-synthesis cell area 120 um2, Slew Limit Fails 0, Max IR drop VDD ~24 uV, CP max stage delay between 0.3 and 0.4 ns, CP Cell Sequence buf_6 -> or3_4 -> or3_4 -> buf_6 -> a21o_1 -> buf_2, Die Ht about 80 um, GRT Total Usage 0.0199, largest net degree at the start of global routing 6, P_int ~61 uW, failing checks setup timing, class of the most critical setup path input port to primary output, sequential group share of total power 0, final setup violation count 7, first-pass GRT wire length around 1100 um, design area just over 400 um2, CP Max Fanout 4, global-route congestion overflow total 0, Combinational Power Share 1.000, Peak Freq about 0.6 GHz, Init Core Util 0.0352, Area Growth Syn to Fin 242%, status finished with violations, Top Layout Cells buf_2, buf_4, buf_6, via count between 200 and 250, most frequent logic cell in the layout buf_2, synthesized area per cell about 6.3 um2, chip area line of the yosys report around 120 um2, Seq/Total Area, Yosys 0, antenna-violating nets left 0, Post-CTS Hold Fix Bufs 0, Hold Fails Final Rpt 0, Detailed Place HPWL just over 600 um, DRT Pass-1 Iters 1, wirelength, routed roughly 740 um, LEAKAGE 0.000163 uW, RD Place Congestion roughly 0.73, PwrDens approximately 240 nW/um2, Die Size approximately 6400 um2, FP Rows 21, cell count in the Yosys report 19, core area roughly 3400 um2, IO Pins 52, # clk buffers 0, Hold Path Class input port to primary output, synth warn 2, minimum clock period around 1.7 ns, Clock power frac 0, Via density between 2 and 3, Mapped Cells 19, Layout fillers slightly above 400, Logic area 149 um2, DIE WIDTH about 80 um, net switching power 36.5 uW, Reg area 0 um2, Critical Path Start Type input port, Post-Place Cells roughly 87, DP Area roughly 390 um2, setup TNS -1.93 ns, # DRC 0, vias in the first global route approximately 230, CP delay by family, top simple AND/OR/NAND/NOR gates, max-cap viol count 0, Log Warnings ~68
final cells by class:
class | count | area share
Timing Repair Buffer | 25 | 0.488
Tap cell | 46 | 0.140
Inverter | 1 | 0.00915
Multi-Input combinational cell | 17 | 0.363
per-layer routing:
layer,global-route usage,share of wire,up-vias
li1,-,-,116
met1,0.0244,0.47,97
met2,0.0337,0.40,13
met3,0.00795,0.13,0
met4,0,0,0
met5,0,0,-
Yosys cell counts:
cell	n	share of area
inv_1	1	0.031
conb_1	1	0.031
a21o_1	1	0.063
a211oi_1	1	0.063
buf_4	1	0.063
o21a_1	2	0.12
and2_1	1	0.052
nor2_1	5	0.16
or3_4	2	0.19
nor4_1	1	0.052
nand2_1	1	0.031
a2111oi_0	1	0.073
o41ai_1	1	0.073
cells by family after synthesis:
kind of cell    count (synthesis)  share of synthesized area
buf+inv                         2                     0.0937
other cells                     1                     0.0312
compound gates                  6                      0.396
simple gates                   10                      0.479
tightest hold or removal path, cell delays in order:
cell and delay (ns):
buf_6 0.08, a2111oi_2 0.04, buf_2 0.10
power by group through the flow:
stage | sequential (uW) | clock, uW | combinational [uW]
4_1_cts | 0 | 0 | 92.4
6_report | 0 | 0 | 97.8
5_1_grt | 0 | 0 | 106
worst paths after layout:
path,to,depth (start not counted),from
worst max-delay path,cause[2],6,AdEL_data
worst min-delay path,cause[1],3,AdES
per-stage QoR:
step,worst slack [ns],hold WS [ns]
finish,-0.479,0.696
global route,-0.522,0.712
CTS,-0.531,0.701
detailed placement,-1.07,1.44
global placement,-1.06,1.44
floorplan,-0.138,0.497
what timing repair did:
| item | CTS | global route |
|---|---|---|
| endpoints found under the setup margin | 8 | 8 |
| cloned | 0 | 0 |
| setup buffers | 1 | 1 |
| pin swaps | 8 | 2 |
| resized | 64 | 3 |
Power figures rest on the tool's default switching activity, not on a simulated workload.
